--- flow/config.mk ---
export PLATFORM = sky130hd
export DESIGN_NAME = axi4lite_controller
export DESIGN_NICKNAME = axi4lite_controller
export VERILOG_FILES = /design/flow/design.v
export SDC_FILE = /design/flow/constraint.sdc
export NUM_CORES = 4
export LEC_CHECK = 1
export CORE_AREA = 10 10 102 102
export DIE_AREA = 0 0 112 112
--- flow/constraint.sdc ---
current_design axi4lite_controller

set clk_period 9.5
set clk_io_pct 0.2

create_clock -name clk0 -period $clk_period [get_ports {clk}]

set non_clock_inputs [all_inputs -no_clocks]
set_input_delay [expr $clk_period * $clk_io_pct] -clock clk0 $non_clock_inputs
set_output_delay [expr $clk_period * $clk_io_pct] -clock clk0 [all_outputs]
--- flow/design.v ---
module axi4lite_controller
(
    input logic clk, reset,
    input logic mem_wr_req, axi_valid,
    input logic [31:0] mem_address,        
    input logic [31:0] mem_wdata,          
    output logic [31:0] mem_rdata,         
    output logic axi_ready,
    input  logic arready, rvalid, awready, wready, bvalid,
    output logic arvalid, rready, awvalid, wvalid, bready,
    output logic [31:0] araddr,
    input  logic [31:0] rdata,
    output logic [31:0] awaddr,
    output logic [31:0] wdata
);
    typedef enum logic [2:0] {
        IDLE,
        HANDSHAKE_MEM_READ,
        MEM_READ,
        HANDSHAKE_MEM_WRITE,
        MEM_WRITE
    } type_axi_controller_states_e;
    type_axi_controller_states_e current_state, next_state;
    always_ff @(posedge clk or negedge reset) begin
        if (!reset)
            current_state <= IDLE;
        else
            current_state <= next_state;
    end
    always_comb begin
        next_state = current_state;
        axi_ready = 0;
        arvalid   = 0;
        rready    = 0;
        awvalid   = 0;
        wvalid    = 0;
        bready    = 0;
        araddr = 32'd0;
        awaddr = 32'd0;
        wdata  = 32'd0;
        mem_rdata = 32'd0;
        case (current_state)
            IDLE: begin
                if (axi_valid && !mem_wr_req) begin
                    next_state = HANDSHAKE_MEM_READ;
                    arvalid = 1;
                    rready  = 1;
                    araddr  = mem_address;
                end
                else if (axi_valid && mem_wr_req) begin
                    next_state = HANDSHAKE_MEM_WRITE;
                    awvalid = 1;
                    wvalid  = 1;
                    bready  = 1;
                    awaddr  = mem_address;
                    wdata   = mem_wdata;
                end
            end
            HANDSHAKE_MEM_READ: begin
                arvalid = 1;
                rready  = 1;
                araddr  = mem_address;
                if (arready && rvalid) begin
                    next_state  = IDLE;
                    mem_rdata   = rdata;
                    axi_ready   = 1;
                end
                else if (arready && !rvalid) begin
                    next_state = MEM_READ;
                end
            end
            MEM_READ: begin
                rready = 1;
                if (rvalid) begin
                    next_state  = IDLE;
                    mem_rdata   = rdata;
                    axi_ready   = 1;
                end
            end
            HANDSHAKE_MEM_WRITE: begin
                awvalid = 1;
                wvalid  = 1;
                bready  = 1;
                awaddr  = mem_address;
                wdata   = mem_wdata;
                if (awready && wready && bvalid) begin
                    next_state = IDLE;
                    axi_ready  = 1;
                end
                else if (awready && wready && !bvalid) begin
                    next_state = MEM_WRITE;
                end
            end
            MEM_WRITE: begin
                bready = 1;
                if (bvalid) begin
                    next_state = IDLE;
                    axi_ready  = 1;
                end
            end
            default: begin
                next_state = IDLE;
            end
        endcase
    end
endmodule
--- flow/run.sh ---
#!/bin/bash
# OpenROAD 26Q1-2900-gdf79404cd8, Yosys 0.63+post, stock flow scripts
make -C /OpenROAD-flow-scripts/flow DESIGN_CONFIG=/design/flow/config.mk WORK_HOME=/design/flow/orfs finish
==> results_dict.tcl <==
# flow metrics
set metrics [dict create \
    status "completed" \
    drc_errors 0 \
    fmax_mhz 172.9 \
    routed-wl-met3_um 1224 \
    cts_tree "built" \
    largestRegisters "current_state: 5 flops" \
    final_max_slew_viol_count 0 \
    worstPathArrival_ps 3880 \
    synth-main-ff-cell "dfrtp_1" \
    die_w_um 112 \
    antenna_cells 0 \
    highest_layer "met4" \
    ir_worst_vdd_mv 0.03738 \
    finalCriticalPeriod_ps 5784 \
    insertion_delay_ps 220 \
    ys_cells 173 \
    ys_area_sq_um 1222 \
    clockRootBuffer "clkbuf_8" \
    powerDensity_nw_per_um2 80.42 \
    critical_path_class "in -> out" \
    finalClockSkew_ps 0.5938 \
    drtPass1Iterations 4 \
    tightest_slew_ps 537.4 \
    syn_to_final_growth_pct 205.0 \
    grt_pass1_vias 2290 \
    relSlewSlack 0.6418 \
    yosysTopAreaCell "nor2b_1" \
    wl_per_cell_um 17.89 \
    r2r_start "current_state[3]" \
    reg2reg_to "current_state[3]" \
    grt_max_degree 56 \
    grtUsageTotal 0.1301 \
    cts-htree-levels 1 \
    required_ps 7600 \
    lay_top_count "clkdlybuf4s50_1" \
    r2r_setup_slack_ps 8260 \
    fin_hold_ws_ps 540.9 \
    rsz0062_at_grt "false" \
    drive_gt1_frac 0.02750 \
    min_path_cells 2 \
    die-height_um 112 \
    hpwl_um 7722 \
    regMostFlops "current_state" \
    routed_wl_um 9035 \
    clk_pin_slew_ps 30 \
    setup-tns-final_ps 0 \
    r2r_cells 3 \
    place_congestion 0.8854 \
    wl_met1_um 3444 \
    cts_buffers 3 \
    largest_register_ffs 5 \
    placed_area_sq_um 3684 \
    synth_area_per_cell_sq_um 7.066 \
    grt_antenna_before_repair 0 \
    final_cell_mix "clkdlybuf4s50_1, nor2b_1, nor3b_1, a21boi_0, buf_4" \
    fin_area_sq_um 3729 \
    worst_setup_path_end_kind "output pin" \
    synth.distinct_cells 21 \
    hold_start "current_state[1]" \
    cts_resized 0 \
    dp_cells 501 \
    vias 2102 \
    postSynth.asyncResetShare 1.000 \
    grt_pass1_wl_um 13460 \
    cap_violations 0 \
    cellLeakagePower_nw 1.246 \
    combGateArea_sq_um 987.2 \
    clock_path_buffers 2 \
    rows 33 \
    critPathMaxFanout 55 \
    clkSinkCount 5 \
    drt_iter0_markers 42 \
    min_period_over_period 0.6088 \
    hold_viol_final 0 \
    log.warning_count 25 \
    n_fill_cell 818 \
    cts_setup_buffers 0 \
    hold_buffers 0 \
    ioPinCount 239 \
    register_area_sq_um 126.4 \
    grt_overflow 0 \
    synth_seq_share 0.1034 \
    ys.warnings.count 1 \
    port_buffers 238 \
    netlist_area_sq_um 1222 \
    startpoint_type "input port" \
    core_sq_um 8217 \
    hold_class "reg -> reg" \
    synthCells 173 \
    final_cells 505 \
    area_leaders "nor2b_1, a21boi_0, nor3b_1" \
    edf_count 0 \
    fp_util 0.1488 \
    finalSetupViolations 0 \
    die_area_sq_um 12540 \
    synth.top_cell.area_share 0.3275 \
    min_to "current_state[1]" \
    power_w 0.0002998 \
    ant_nets 0 \
    wl_met2_um 4298 \
    vias_per_cell 4.162 \
    ys_ff 5 \
]
[worst max-delay path, cell delays in order]
cell and delay (ps):
clkdlybuf4s50_1 500, a31oi_4 380, buf_4 530, nor2b_1 100, clkdlybuf4s50_1 440
[cells in the mapped netlist, types with 2 or more instances]
master,count
nor2b_1,64
nand2b_1,2
nor2_1,2
inv_1,4
clkbuf_1,8
nand2_1,2
a31oi_1,2
dfrtp_1,4
buf_2,6
a21boi_0,32
buf_4,6
nor3b_1,32
[worst max-delay path by stage]
stage / from / to / cells past startpoint
final: axi_valid / wdata[1] / 5
after global routing: axi_valid / wdata[0] / 5
after CTS: axi_valid / awaddr[23] / 5
[cell type report]
type | instances | area share
tap | 105 | 0.03523
timing repair buffer | 243 | 0.6490
multi-input combinational | 143 | 0.2648
clock buffer | 4 | 0.01208
sequential | 5 | 0.03389
inverter | 5 | 0.005034
[routing by layer]
metal | vias to the layer above | GRT usage
met4 | 0 | 0.01100
met3 | 6 | 0.07220
met1 | 912 | 0.1380
met2 | 150 | 0.2296
li1 | 1034 | -
met5 | - | 0
[power breakdown]
group / total (W) / switching, W / internal [W]
Clock: 0.0000382 / 0.00000946 / 0.0000287
Combinational: 0.000233 / 0.0000729 / 0.000160
Sequential: 0.0000284 / 0.00000327 / 0.0000251
Total: 0.000300 / 0.0000857 / 0.000214
[cells by family after synthesis]
family	Yosys count	synth area share
buffers and inverters	25	0.1013
AND-OR/OR-AND	39	0.2385
flip-flops	5	0.1034
AND/OR/NAND/NOR	104	0.5568
[stage by stage]
step                  util  worst slack, ps
floorplan                -             5135
CTS                 0.4538             3671
finish              0.4538             3716
global route        0.4538             3535
detailed placement  0.4483             3681
global placement    0.4483             3728
