$ cat ./design.v
module mux3x1 (
    input var logic [31:0] in1,    
    input var logic [31:0] in2,    
    input var logic [31:0] in3,    
    input var logic [1:0] sel,     
    output var logic [31:0] out    
);
always_comb begin
    case (sel)
        2'b00: out = in1;  
        2'b01: out = in2;  
        2'b10: out = in3;  
        default: out = 32'b0;  
    endcase
end
endmodule
$ cat ./run.sh
#!/bin/bash
# OpenROAD 26Q1-2900-gdf79404cd8, Yosys 0.63+post, stock flow scripts
make -C /OpenROAD-flow-scripts/flow DESIGN_CONFIG=/design/flow/config.mk WORK_HOME=/design/flow/orfs finish
$ cat ./config.mk
export PLATFORM = sky130hd
export DESIGN_NAME = mux3x1
export DESIGN_NICKNAME = mux3x1
export VERILOG_FILES = /design/flow/design.v
export SDC_FILE = /design/flow/constraint.sdc
export NUM_CORES = 4
export LEC_CHECK = 1
export CORE_AREA = 10 10 86 86
export DIE_AREA = 0 0 96 96
$ cat ./constraint.sdc
current_design mux3x1

set clk_period 2.8
set clk_io_pct 0.2

create_clock -name clk0 -period $clk_period

set non_clock_inputs [all_inputs -no_clocks]
set_input_delay [expr $clk_period * $clk_io_pct] -clock clk0 $non_clock_inputs
set_output_delay [expr $clk_period * $clk_io_pct] -clock clk0 [all_outputs]
==> results.txt <==
Notes on the physical implementation.

- The overall overflow remaining after global route is 0, for reference.
- OpenROAD reports that the post-layout worst path occupies 93.1% of the period.
- The script computed a power per unit cell area of 147 nW/um^2.
- Once the floorplan was initialized, standard cells occupied 14.2% of the core.
- The synthesized netlist handed to floorplanning was reported with a cell count of 77.
- The global routing usage summed across all routing layers is 8.84%, for reference.
- The top cell types in the final layout, fill and taps aside, are 129 x sky130_fd_sc_hd__clkdlybuf4s50_1, 32 x sky130_fd_sc_hd__mux2i_1, 22 x sky130_fd_sc_hd__o2bb2ai_1.
- The leakage component of the power was reported as 0.811 nW.
- The number of global-route vias before repair is 1197.
- The layout cell share with drive strength beyond 1 is 8.50%, for reference.
- The data required time at the worst endpoint is 2.24 ns, for reference.
- The flow ran to the end, and the final reports show no timing, DRC or antenna violations.
- 0 antenna diodes ended up in the layout.
- OpenROAD emitted warnings numbering 32.
- The count of warnings emitted by yosys is 1, for reference.
- Per the detail_route report, routed wire per instance is 16.6 um.
- The count of distinct cell types in the synthesized netlist is 8, for reference.
- The worst hold path belongs to the class primary input to primary output.
- The number of design-rule violations left by the first detailed-router iteration is 12, for reference.
- The category of the most critical setup path is primary input to primary output, for reference.
- From left edge to right edge, the die measures 96 um.
- The maximum vdd ir drop is 0.0000599 V, for reference.
- The relative area change from synthesis to final layout is 173%, for reference.
- The count of hold buffers inserted by post-cts repair is 0, for reference.
- The type of origin of the critical path is a primary input, for reference.
- The iteration tally of the first detailed-router pass is 2, for reference.
- The die covers 9220 sq um.
- The report lists the number of cells resized after CTS as 0.
- The end of the critical path is out[17], for reference.
- The first global-routing pass estimated 6540 um of wire.
- The final report lists the setup-violating endpoint count as 0.
- STA classifies the critical path endpoint as a primary output.
- The worst-margin pin slew is 0.409 ns, for reference.
- The sequential element share of the synthesized area is 0%, for reference.
- The routed design has 4520 um of wire.
- Buffers placed on the I/O ports in this run total 130.
- The die is 96 um tall.
- The count of nets left with antenna violations once routing finished came out at 0.
- The startpoint of the most critical setup path is sel[0], for reference.
- The register area is 0 sq um, for reference.
- Max-cap violations in this run came to 0.
- Per the cell usage report, the commonest logic cell in the layout is sky130_fd_sc_hd__clkdlybuf4s50_1.
- The number of endpoints with negative hold slack in the final report is 0, for reference.
- The number of setup buffers added after CTS is 0, for reference.
- Yosys stat counts 77 cells in the synthesized netlist.
- The area taken by multi-input logic gates is 677 sq um, for reference.
- In this run the standard cell core region covers 5540 sq um.
- The worst pin sits at a relative slew slack of 72.7%.
- The initial antenna violation count was 0.
- The final layout report lists a clock buffer count of 0.
- The largest fanout of any net on the critical path is 18, for reference.
- The sum of negative setup slack is 0 ns, for reference.
- The row count is 27, for reference.
- 130 I/O pins were placed.
- The most critical hold endpoint after final layout shows a slack of 2.01 ns.
- The worst endpoint data arrival time is 2.05 ns, for reference.
- The total via count in the routed design is 1114, for reference.
- The global placement routability congestion is 0.789, for reference.
- The max-slew violation count is 0, for reference.
- The mean instance size in the synthesized netlist is 10.2 sq um, for reference.
- In the final layout, the fill cell count is 543.
- The chip area estimate from yosys synthesis is 787 sq um, for reference.
- The synthesized cell area is 787 sq um, for reference.
- The post-route DRC violation count is 0, for reference.
- According to the dpl log, the detail-placed design has an HPWL of 4000 um.
- The count of sequential standard cells is 0, for reference.
- The post-layout minimum cycle time is 2.61 ns, for reference.
- The maximum number of pins on one net before global-route repair is 33, for reference.
- Setup repair after global routing left no endpoint under its margin.
- Based on the critical path, the design can be clocked at up to 383 MHz.
- The vias per cell is 4.10, for reference.
layout make-up:
type,count,area share (%)
Multi-Input combinational cell,65,31.5
Timing Repair Buffer,135,64.3
Tap cell,72,4.19
report_power, final:
part	switching (mW)	total, mW	internal, mW
clock	0	0	0
combinational	0.0806	0.316	0.235
sequential	0	0	0
cell families after synthesis:
family / count (synthesis) / share of synthesized area (%)
buffers and inverters: 12 / 14.0
AND-OR/OR-AND: 32 / 43.6
multiplexers: 32 / 40.7
AND/OR/NAND/NOR: 1 / 1.75
cell usage after synthesis:
master | instances | area, sq um
sky130_fd_sc_hd__mux2i_1 | 32 | 320
sky130_fd_sc_hd__buf_2 | 1 | 5.00
sky130_fd_sc_hd__buf_6 | 8 | 90.1
sky130_fd_sc_hd__nor2b_4 | 1 | 13.8
sky130_fd_sc_hd__clkbuf_1 | 2 | 7.51
sky130_fd_sc_hd__o2bb2ai_2 | 10 | 150
sky130_fd_sc_hd__buf_4 | 1 | 7.51
sky130_fd_sc_hd__o2bb2ai_1 | 22 | 193
worst max-delay path, stage by stage:
cell	delay, ns
sky130_fd_sc_hd__clkdlybuf4s50_1	0.47
sky130_fd_sc_hd__nor2b_4	0.20
sky130_fd_sc_hd__buf_12	0.17
sky130_fd_sc_hd__o2bb2ai_1	0.13
sky130_fd_sc_hd__clkdlybuf4s50_1	0.50
worst min path at each step:
stage	startpoint	to	cells after the start
finish	sel[1]	out[8]	4
CTS	sel[1]	out[8]	4
global route	sel[1]	out[8]	4
per-stage QoR:
| stage | util [%] | total power, mW | instance area, sq um | setup slack (ns) | cells |
|---|---|---|---|---|---|
| 2_1_floorplan | - | 0.0902 | 787 | 1.08 | 77 |
| 3_3_place_gp | 38.8 | 0.321 | 2150 | 0.177 | 272 |
| 3_5_place_dp | 38.8 | 0.321 | 2150 | 0.172 | 272 |
| 4_1_cts | 38.8 | 0.322 | 2150 | 0.168 | 272 |
| 5_1_grt | 38.8 | 0.340 | 2150 | 0.101 | 272 |
| 6_report | 38.8 | 0.316 | 2150 | 0.192 | 272 |
routing by layer:
| layer | GRT usage, % | up-vias | wire (um) |
|---|---|---|---|
| met3 | 4.25 | 0 | 671 |
| li1 | - | 564 | - |
| met2 | 14.9 | 73 | 2020 |
| met4 | 0 | 0 | 0 |
| met5 | 0 | - | 0 |
| met1 | 10.6 | 477 | 1820 |
No activity file was given, so power comes from the tool's default toggle rates.
