`design/flow/run.sh`:
```
#!/bin/bash
# OpenROAD 26Q1-2900-gdf79404cd8, Yosys 0.63+post, stock flow scripts
make -C /OpenROAD-flow-scripts/flow DESIGN_CONFIG=/design/flow/config.mk WORK_HOME=/design/flow/orfs finish
```
`design/flow/config.mk`:
```
export PLATFORM = sky130hd
export DESIGN_NAME = mux2x1
export DESIGN_NICKNAME = mux2x1
export VERILOG_FILES = /design/flow/design.v
export SDC_FILE = /design/flow/constraint.sdc
export NUM_CORES = 4
export LEC_CHECK = 1
export CORE_AREA = 10 10 71 71
export DIE_AREA = 0 0 81 81
```
`design/flow/constraint.sdc`:
```
current_design mux2x1

set clk_period 1.0
set clk_io_pct 0.2

create_clock -name clk0 -period $clk_period

set non_clock_inputs [all_inputs -no_clocks]
set_input_delay [expr $clk_period * $clk_io_pct] -clock clk0 $non_clock_inputs
set_output_delay [expr $clk_period * $clk_io_pct] -clock clk0 [all_outputs]
```
`design/flow/design.v`:
```
module mux2x1 (
    input var logic [31:0] a_in,
    input var logic[31:0] b_in,
    input var logic sel,
    output var logic [31:0] z_out
);
    always @(*) begin
        if (sel) begin
            z_out = b_in;
        end else begin
            z_out = a_in;
        end
    end
endmodule
```
==> flow_metrics.env <==
# source this file to load flow results
export IMPL_outcome="finished with violations"
export IMPL_violations="negative setup slack"
export IMPL_dr_pass1_iters=2
export IMPL_antennaDiodeCount=0
export IMPL_grt_util_all_layers_pct=8.08
export IMPL_p_switching_mw=0.142
export IMPL_grt_max_degree=9
export IMPL_report_final_slew_viol_count=0
export IMPL_max_slew_margin_pct=92.6
export IMPL_die_w_um=81
export IMPL_coreArea_um2=3630
export IMPL_power_density_nw_per_um2=397
export IMPL_ff_count=0
export IMPL_final_cells=184
export IMPL_min_delay_start="b_in[29]"
export IMPL_drtIter0Drc=7
export IMPL_globalRoute_totalOverflow=0
export IMPL_nClkBuffers=0
export IMPL_fill_cells=369
export IMPL_min_path_type="in -> out"
export IMPL_setup_viol=31
export IMPL_p_int_mw=0.490
export IMPL_post_route_util_pct=43.8
export IMPL_grt_pass1_wl_um=4180
export IMPL_worstPathArrival_ns=0.89
export IMPL_top_cell_area_share_pct=82.8
export IMPL_cp_max_fo=8
export IMPL_syn_cell_area_um2=544
export IMPL_hold_path_depth=3
export IMPL_top_area_cell="mux2_4"
export IMPL_critical_path_class="in -> out"
export IMPL_fp_utilization_pct=15.0
export IMPL_port_buffers=97
export IMPL_swShare_pct=22.5
export IMPL_num_vias=706
export IMPL_rsz0062_at_grt="yes"
export IMPL_via_per_inst=3.84
export IMPL_power_frac_comb_pct=100.0
export IMPL_fp_dieH_um=81
export IMPL_antenna_found_initial=0
export IMPL_drive_gt1_share_pct=52.9
export IMPL_worst_pin_slew_ns=0.110
export IMPL_start_kind="primary input"
export IMPL_ctsHoldBuffers=0
export IMPL_syn_to_final_growth_pct=193
export IMPL_gp_congestion=0.809
export IMPL_logic_area_um2=480
export IMPL_synth_avg_cell_area_um2=15.1
export IMPL_synthCells=36
export IMPL_synth_warnings=1
export IMPL_pwr_share_clk_pct=0
export IMPL_avgRoutedWirePerCell_um=16.0
export IMPL_register_area_um2=0
export IMPL_ys_area_um2=544
export IMPL_cap_violations=0
export IMPL_topCellsByArea="mux2_4, buf_12, mux2_2, buf_6"
export IMPL_postCtsSetupRepairBufs=0
export IMPL_hpwl_um=2530
export IMPL_ys_seq_share_pct=0
export IMPL_pwr_share_seq_pct=0
export IMPL_die_area_um2=6560
export IMPL_min_delay_worst_endpoint="z_out[29]"
export IMPL_vdd_drop_max_mv=0.170
export IMPL_place_inst=180
export IMPL_ant_nets=0
export IMPL_fin_crit_ns=1.09
export IMPL_fin_ws_ns=-0.0908
export IMPL_warnings=34
export IMPL_wirelength_um=2950
export IMPL_yosysCellCount=36
export IMPL_io_pins=97
export IMPL_post_route_period_util_pct=109
export IMPL_drc=0
export IMPL_total_leakage_power_nw=0.860
export IMPL_timing_fmax_ghz=0.917
export IMPL_grt_pass1_vias=787
export IMPL_cp_required_ns=0.80
export IMPL_rows=22
export IMPL_ys_types=4
export IMPL_critical_path_endpoint_type="output port"
export IMPL_dp_slack_ns=-0.519
export IMPL_hold_viol_final=0
## area by class of cell
cell class         count  share of cell area [%]
well taps             48                    3.77
multi-input cells     32                    30.2
repair buffers       104                    66.1
## how the worst max path moves through the flow
stage	end	slack, ns	from	cells after the start
6_report	z_out[25]	-0.09	sel	4
5_1_grt	z_out[10]	-0.11	sel	4
4_1_cts	z_out[25]	-0.1	sel	4
## critical path, stage by stage
cell	delay, ns
buf_16	0.14
buf_16	0.14
mux2_4	0.30
buf_6	0.11
## cells in the final DEF (no fill, tap or decap)
cell type and n:
clkdlybuf4s15_1 2, dlygate4sd2_1 62, buf_4 1, buf_16 5, buf_6 23, mux2_4 32
buf_2 9, buf_12 2
## timing repair
item / in CTS / in global routing
cloned: 4 / 0
setup endpoints to repair: 32 / 32
resized: 185 / 11
## power groups by stage
stage | combinational (mW) | clock [mW] | sequential [mW]
4_1_cts | 0.604 | 0 | 0
5_1_grt | 0.676 | 0 | 0
6_report | 0.632 | 0 | 0
## per-stage QoR
stage / hold slack (ns) / cell area [um^2] / power (mW) / TNS (ns)
5_1_grt: 0.792 / 1590 / 0.676 / -3.16
3_5_place_dp: 1.20 / 1550 / 0.662 / -15.94
3_3_place_gp: 1.19 / 1550 / 0.659 / -15.91
4_1_cts: 0.775 / 1530 / 0.604 / -2.74
2_1_floorplan: 0.498 / 544 / 0.206 / 0
6_report: 0.770 / 1590 / 0.632 / -2.61
## cell families (layout without fill, tap and decap cells)
family,Yosys count,count (layout),share of synthesized area (%)
multiplexers,32,32,86.9
buffers and inverters,4,104,13.1
## synthesized netlist by cell type, drive strengths merged
master and number:
mux2 32, buf 4
## per-layer routing
| layer | routed length, um | GRT usage, % | part of all wire [%] |
|---|---|---|---|
| met4 | 0 | 0 | 0 |
| met5 | 0 | 0 | 0 |
| met3 | 347 | 3.23 | 12 |
| met1 | 1110 | 9.48 | 38 |
| met2 | 1490 | 14.4 | 51 |
Power and IR drop assume default switching activity.
